===== flow/run.sh =====
#!/bin/bash
# OpenROAD 26Q1-2900-gdf79404cd8, Yosys 0.63+post, stock flow scripts
make -C /OpenROAD-flow-scripts/flow DESIGN_CONFIG=/design/flow/config.mk WORK_HOME=/design/flow/orfs finish

===== flow/config.mk =====
export PLATFORM = sky130hd
export DESIGN_NAME = CORDIC_BEHAVIORAL
export DESIGN_NICKNAME = CORDIC_BEHAVIORAL
export VERILOG_FILES = /design/flow/design.v
export SDC_FILE = /design/flow/constraint.sdc
export NUM_CORES = 4
export LEC_CHECK = 1
export CORE_UTILIZATION = 40
export SYNTH_HDL_FRONTEND = slang

===== flow/constraint.sdc =====
current_design CORDIC_BEHAVIORAL

set clk_period 67.6
set clk_io_pct 0.2

create_clock -name clk0 -period $clk_period [get_ports {clk}]

set non_clock_inputs [all_inputs -no_clocks]
set_input_delay [expr $clk_period * $clk_io_pct] -clock clk0 $non_clock_inputs
set_output_delay [expr $clk_period * $clk_io_pct] -clock clk0 [all_outputs]

===== flow/design.v =====
`timescale 1ns / 1ps
module CORDIC_BEHAVIORAL(in,in2,mode,clk,x_prev,y_prev,z_prev);
input in,mode,clk,in2;
output x_prev,y_prev,z_prev;
reg signed [31:0] x_prev,y_prev,z_prev,E,check,x_new,y_new,z_new;
reg signed [63:0] x_temp,y_temp;
reg temp;
wire[31:0] in,in2;
wire[2:0] mode;
integer i,d;
integer mu;
initial
begin
    i=0;
    x_temp=0;
    y_temp=0;
end
always@(posedge clk)
begin
    if(i==0)
    begin
        case(mode)
            0:
            begin
                x_prev = 32'b00000000000000001001101101110100;
                y_prev = 32'b00000000000000000000000000000000;
                z_prev=in;
                mu=1;
            end
            1:
            begin
                x_prev = 32'b00000000000000010000000000000000;
                z_prev = 32'b00000000000000000000000000000000;
                y_prev = in;
                mu=1;
            end
            2:
            begin
                mu=0;
                y_prev = 32'b00000000000000000000000000000000;
                x_prev=in;
                z_prev=in2;
            end
            3:
            begin
                mu=0;
                z_prev = 32'b00000000000000000000000000000000;
                x_prev=in;
                y_prev=in2;
            end
            4,5:temp=1;
        endcase
    end
    if(temp==1)
    begin
        case(mode)
            4:
            begin
                i=1;
                mu=-1;
                x_prev = 32'b00000000000000010011010100011110;
                y_prev = 0;
                z_prev = in;
            end
            5:
            begin
                i=1;
                mu=-1;
                x_prev = 32'b00000000000000010000000000000000;
                z_prev = 32'b00000000000000000000000000000000;
                y_prev = in;
            end
        endcase
        temp=0;
    end
    if(i<10)
    begin
        case(mode)
            0,1:
            begin
                case(i)
                    0 : E = 32'b00000000001011010000000000000000;
                    1 : E = 32'b00000000000110101001000010100111;
                    2 : E = 32'b00000000000011100000100101000111;
                    3 : E = 32'b00000000000001110010000000000001;
                    4 : E = 32'b00000000000000111001001110001010;
                    5 : E = 32'b00000000000000011100101000110111;
                    6 : E = 32'b00000000000000001110010100101010;
                    7 : E = 32'b00000000000000000111001010010110;
                    8 : E = 32'b00000000000000000011100101001011;
                    9 : E = 32'b00000000000000000001110010100101;
                endcase
            end
            2,3:
            begin
                case(i)
                    0 : E = 32'b00000000000000010000000000000000;
                    1 : E = 32'b00000000000000001000000000000000;
                    2 : E = 32'b00000000000000000100000000000000;
                    3 : E = 32'b00000000000000000010000000000000;
                    4 : E = 32'b00000000000000000001000000000000;
                    5 : E = 32'b00000000000000000000100000000000;
                    6 : E = 32'b00000000000000000000010000000000;
                    7 : E = 32'b00000000000000000000001000000000;
                    8 : E = 32'b00000000000000000000000100000000;
                    9 : E = 32'b00000000000000000000000010000000;
                endcase
            end
            4,5:
            begin
                case(i)
                    1 : E = 32'b00000000000000001000110010011111;
                    2 : E = 32'b00000000000000000100000101100010;
                    3 : E = 32'b00000000000000000010000000101011;
                    4 : E = 32'b00000000000000000001000000000101;
                    5 : E = 32'b00000000000000000000100000000000;
                    6 : E = 32'b00000000000000000000010000000000;
                    7 : E = 32'b00000000000000000000001000000000;
                    8 : E = 32'b00000000000000000000000100000000;
                    9 : E = 32'b00000000000000000000000010000000;
                endcase
            end
        endcase   
        case(mode)
            0,2,4:check = z_prev;
            1,3,5:check = -y_prev;
        endcase
        if(check>0)
            d = 1;
        else
            d = -1;  
        x_temp = (mu * d * y_prev)>>>i;
        y_temp = (d * x_prev)>>>i;
        x_new = x_prev - x_temp[31:0];
        y_new = y_prev + y_temp[31:0];
        z_new = z_prev - d * E;
        x_prev = x_new;
        y_prev = y_new;
        z_prev = z_new;
        i = i + 1;
    end
end
endmodule

==> impl_metrics.yaml <==
# physical design summary
outcome:
  status: "complete, no violations"
synthesis:
  async_flop_share_pct: 0
  synthDominantCellAreaShare_pct: 34.2
  top_cells_by_count: "1106 x inv_1, 990 x fa_1, 526 x nand2_1"
  yosys_area_sq_um: 58000
  edf_count: 32
  postSynthCellCount: 6753
  synth_area_sq_um: 58000
  netlist_top_cells_area: "fa_1 34%, ha_1 11%, inv_1 7.2%"
  ys_types: 91
  synth.avg_cell_area_sq_um: 8.59
  ys_seq_share_pct: 7.66
  largest_area_cell: "fa_1"
  yosys_warnings: 0
  synth-main-ff-cell: "dfxtp_1"
  post-synth-top-count-cell: "inv_1"
  synth_stat.cells: 6753
  synth_flops: 206
clock_network:
  cts_hold_buf: 0
  root_buffer: "clkbuf_16"
  post_cts_buffers: 0
  clockBufferDepth: 3
  h-tree-depth: 1
  clock_latency_ns: 0.60
  cts_buffers: 26
  path_clk_slew_ns: 0.06
  cts_tree: "done"
  cts_resized: 0
  clock_sinks: 206
place:
  io_buffer_count: 163
  placedCellCount: 8665
  gp_congestion: 1.03
  dp_hpwl_mm: 179
  place_area_sq_um: 62100
route:
  drtAntennaViolNets: 0
  drcViolationCount: 0
  top_layer: "met5"
  drtIter0Drc: 3740
  m1WireLength_mm: 87.2
  viasPerCell: 5.66
  drtPass1Iterations: 23
  wl_per_cell_microns: 24.2
  dr_wl_met3_mm: 21.3
  routed_wl_mm: 211
  wl_met2_mm: 92.7
  vias: 49400
global_route:
  antenna_found_initial: 9
  gr-total-overflow: 0
  grt_max_degree: 68
  grt_pass1_wl_mm: 323
  grt.total_usage_pct: 31.0
  grt_pass1_vias: 50000
cells_and_area:
  finalInstanceArea_sq_um: 63100
  stdcell_count: 8722
  fin_util_pct: 43.9
  drive_gt1_share_pct: 5.54
  fill_cells: 14000
  syn_to_final_growth_pct: 8.77
critical_path:
  cpPeakStageDelay_ns: 0.86
  start_kind: "input port"
  crit_arrival_ns: 34.53
  cp-end-kind: "flip-flop"
  crit_fanout: 56
  cp_slowest_cell: "a221oi_1"
  critical_path_required_ns: 68.12
  crit_type: "input port to flip-flop"
floorplan:
  fp_util_pct: 40.4
  design.core.area_sq_um: 144000
  die_area_sq_um: 147000
  die_h_microns: 383
  rows: 139
  io_pins: 164
  die_w_microns: 383
final_timing:
  relSlewSlack_pct: 25.5
  worst_pin_slew_ns: 1.11
  period_needed_ns: 34.01
  post-route-period-util_pct: 50.3
  rsz0062_at_grt: "false"
  clock.fmax_mhz: 29.4
  final-max-slew-violation-count: 0
  finalHoldViolCount: 0
  fin_skew_ns: 0.0175
  setup_tns_ns: 0
  setup_viol: 0
run:
  openroad.warnings: 37
  max_cap_viol_count: 0
hold_path:
  hp-class: "flip-flop to flip-flop"
-- per-stage QoR --
stage / setup slack [ns] / hold WS, ns
after floorplan: 36.85 / 0.420
after global placement: 33.63 / 0.436
after detailed placement: 33.37 / 0.446
after CTS: 33.88 / 0.461
after global routing: 32.22 / 0.487
final: 33.59 / 0.463
-- routing by layer --
layer  vias up  global-route usage [%]
met3       289                    10.4
met2      1937                    44.6
met4         8                    11.4
met1     24200                    44.8
met5         -                       0
li1      22900                       -
-- cell families (layout without fill, tap and decap cells) --
| family | after synthesis | count (layout) | share of synthesized area (%) |
|---|---|---|---|
| other | 0 | 9 | 0 |
| flip-flops | 206 | 206 | 7.66 |
| AND/OR/NAND/NOR | 1670 | 1670 | 13.4 |
| XOR/XNOR | 221 | 221 | 3.34 |
| multiplexers | 139 | 139 | 2.91 |
| adder cells (fa/ha/maj) | 1501 | 1501 | 45.2 |
| buffers and inverters | 1444 | 1501 | 9.42 |
| AND-OR/OR-AND | 1572 | 1572 | 18.1 |
-- cells in the final DEF, fill, tap and decap left out, types with 21 or more instances in the layout --
cell type,count
inv_1,1103
fa_1,990
nand2_1,523
ha_1,511
nor2_1,442
a21oi_1,390
o21ai_0,332
buf_4,175
dfxtp_1,170
clkdlybuf4s50_1,160
nand3_1,156
xnor2_1,134
nor3_1,115
and2_1,98
a21o_1,90
xor2_1,87
mux2i_1,84
a211oi_1,76
o211ai_1,71
and3_1,64
a31oi_1,63
nand4_1,51
o21a_1,50
o31ai_1,50
or3_1,48
a221o_1,46
a221oi_1,36
nand2b_1,35
mux2_2,35
edfxtp_1,32
nor4_1,28
o22ai_1,28
clkbuf_16,28
or2_2,26
a211o_1,24
nor2b_1,22
o21bai_1,22
a22o_1,21
-- path summary, 6_finish.rpt --
kind | startpoint | to | slack, ns | depth (start not counted)
setup reg to reg | i[6] | x_prev[31] | 45.36 | 66
hold reg to reg | E[10] | E[10] | 0.46 | 2
setup / recovery | mode[2] | x_prev[31] | 33.59 | 66
hold / removal | E[10] | E[10] | 0.46 | 2
-- worst max-delay path: cells and delay by family --
family | cells | cell delay (ns)
AOI/OAI and AO/OA | 28 | 7.58
xor gates and xnor gates | 1 | 0.16
adders and majority gates | 10 | 5.15
buffers and inverters | 12 | 3.84
muxes | 2 | 0.89
and+or+nand+nor | 13 | 3.32
-- state kept, by name, indices dropped and copies added (netlist names), named ones only --
signal and flops:
mu 2, i 32, check 32, y_prev 32, x_prev 32, E 24, z_prev 32
-- layout make-up --
cell class              instances  area, sq um  share of cell area [%]
flip-flops and latches        206         4450                    7.06
clock inverters                16          173                   0.274
inverters                    1115         4190                    6.65
diodes                          9         22.5                  0.0357
repair buffers                338         2930                    4.65
clock buffers                  32          746                    1.18
multi-input cells            5103        48200                    76.4
well taps                    1903         2380                    3.77
